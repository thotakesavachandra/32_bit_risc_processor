**flow/run.sh**
```bash
#!/bin/bash
# OpenROAD 26Q1-2900-gdf79404cd8, Yosys 0.63+post, stock flow scripts
make -C /OpenROAD-flow-scripts/flow DESIGN_CONFIG=/design/flow/config.mk WORK_HOME=/design/flow/orfs finish
```
**flow/config.mk**
```make
export PLATFORM = sky130hd
export DESIGN_NAME = gen_slow_clk
export DESIGN_NICKNAME = gen_slow_clk
export VERILOG_FILES = /design/flow/design.v
export SDC_FILE = /design/flow/constraint.sdc
export NUM_CORES = 4
export LEC_CHECK = 1
export CORE_AREA = 10 10 80 80
export DIE_AREA = 0 0 90 90
```
**flow/constraint.sdc**
```tcl
current_design gen_slow_clk

set clk_period 2.8
set clk_io_pct 0.2

create_clock -name clk0 -period $clk_period [get_ports {fast_clk}]

set non_clock_inputs [all_inputs -no_clocks]
set_input_delay [expr $clk_period * $clk_io_pct] -clock clk0 $non_clock_inputs
set_output_delay [expr $clk_period * $clk_io_pct] -clock clk0 [all_outputs]
```
**flow/design.v**
```verilog
module gen_slow_clk(slow_clk, fast_clk);
	input fast_clk;
	reg [26:0] counter;
	output wire slow_clk;
	always@(posedge fast_clk)
	begin
	    counter <= counter + 1;
	end
    initial
    begin
        counter = 0;
    end
	assign slow_clk = counter[18];
endmodule
module top_module(input fast_clk,input man_clk);
    wire slow_clk;
    gen_slow_clk G0(slow_clk,fast_clk);
    reg counter;
    reg control_clk,write_clk;
    initial begin
        counter = 0;
        write_clk = 0;
        control_clk = 0;
    end
    wire [5:0] opcode;
    wire eqz;
    wire gz;
    wire lz;
    wire reg_dst_sel;
    wire [1:0]alu_sel1;
    wire alu_sel2;
    wire [3:0] alu_op;
    wire [1:0]pc_sel;
    wire sp_update_sel;
    wire sp_load_sel;
    wire sp_write_sel;
    wire mem_addr_sel;
    wire mem_data_sel;
    wire mem_write_signal;
    wire reg_write_signal;
    wire sp_write_signal;
    wire reg_write_sel;
    datapath D0(
        opcode[5:0],
        eqz,
        gz,
        lz,
        reg_dst_sel,
        alu_sel1[1:0],
        alu_sel2,
        alu_op[3:0],
        pc_sel[1:0],
        sp_update_sel,
        sp_load_sel,
        sp_write_sel,
        mem_addr_sel,
        mem_data_sel,
        mem_write_signal,
        reg_write_signal,
        sp_write_signal,
        reg_write_sel,
        write_clk
    );
    control_path C0(
        control_clk,
        opcode[5:0],
        eqz,
        gz,
        lz,
        reg_dst_sel,
        alu_sel1[1:0],
        alu_sel2,
        alu_op[3:0],
        pc_sel[1:0],
        sp_update_sel,
        sp_load_sel,
        sp_write_sel,
        mem_addr_sel,
        mem_data_sel,
        mem_write_signal,
        reg_write_signal,
        sp_write_signal,
        reg_write_sel
    );
    always @(posedge slow_clk)
    begin
        if(man_clk == 1)
        begin
            if(counter==0)
            begin
                control_clk = 1;
                write_clk = 0;
            end
            if(counter==1)
            begin 
                control_clk = 0;
                write_clk = 1;
            end
            counter <= ~counter;
        end
    end
endmodule
```
==> ci_impl_report.md <==
## Implementation flow summary

| Metric | Value |
|---|---|
| Run status | `finished, final reports clean` |
| Synth top area share | `0.531` |
| Max stage delay cell, worst path | `clkdlybuf4s50_1` |
| Routed Antenna Nets | `0` |
| Int Pwr | `~370 µW` |
| Worst path buffer plus inverter count | `1` |
| Hold wc startpoint | `counter[0]` |
| Reg2reg start | `counter[0]` |
| Synth cell types | `14` |
| Delay-heaviest family, CP | `buffers and inverters` |
| Layout cells sized above 1 | `0.113` |
| Max Clock Skew | `~0.0023 ns` |
| Post-CTS Setup Bufs | `0` |
| Placed Cells | `roughly 130` |
| Floorplan core density | `0.152` |
| Cell accounting for the most synthesized area | `dfxtp_1` |
| Chip area | `slightly above 8000 µm²` |
| Via Count | `around 450` |
| Max Root-Sink Buffers | `2` |
| Clock Sinks | `19` |
| Max Freq | `roughly 610 MHz` |
| YS chip area | `717 µm²` |
| Synthesized area | `slightly above 700 µm²` |
| Comb pwr share | `0` |
| Final worst slack | `1.16 ns` |
| Core Region | `4720 µm²` |
| Leakage power | `about 0.00032 µW` |
| Fin. max-slew vios | `0` |
| Crit-path cells | `clkdlybuf4s50_1` |
| Layout fillers | `517` |
| P_sw | `82.9 µW` |
| Post-CTS Resized | `0` |
| First-pass GRT wire length | `approximately 1800 µm` |
| Register share after synthesis | `0.531` |
| CTS tree | `yes` |
| Num rows | `25` |
| Top logic cells by instance count in the layout | `19 x dfxtp_1, 12 x nand3_1, 10 x xnor2_1, 7 x xor2_1, 4 x nor2_1` |
| Clock Power Share | `0.402` |
| Final hold violations | `0` |
| Synth warnings | `1` |
| Max Cap Violations | `0` |
| WL final | `~960 µm` |
| Post-synth regs | `19` |
| Stage-log warning count | `25` |
| Final HPWL DP | `708 µm` |
| Worst-margin pin slew | `around 0.27 ns` |
| Die Y | `about 90 µm` |
| Vias in the first global route | `around 430` |
| Synthesized instance count | `approximately 66` |
| Clock Root Buffer | `clkbuf_8` |
| Post-CTS Hold Buffers | `0` |
| R2R cell count | `5` |
| WHS Path Cells | `1` |
| Biggest regs | `counter (19)` |
| HP Class | `reg -> reg` |
| CTS Buf Count | `3` |
| Power Density | `527 nW/µm²` |
| Iter 0 DRT Violations | `26` |
| DRC | `0` |
| Required @ worst endpoint | `about 2.2 ns` |
| Post-Layout Cell Count | `138` |
| CP endpoint kind | `output pin` |
| Top cell excl fill/tap | `dfxtp_1` |
| RSZ-0062 raised after global routing | `no` |
| Top Ports | `2` |
| Number of flip-flops under the largest register name | `19` |
| Total Routing Usage GR | `0.0247` |
| H-tree Lvls | `1` |
| Register area | `about 380 µm²` |
| Logic area | `about 330 µm²` |
| IO buf count | `1` |
| Sw frac | `0.184` |
| GR Overflow Total | `0` |
| N_diodes | `0` |
| Pin count of the biggest net entering global routing | `12` |
| Vias per std cell | `roughly 3.2` |
| Synth top area cells | `dfxtp_1 53%, xnor2_1 12%, xor2_1 8.6%` |
| Setup CP Type | `reg -> out` |
| Post-Syn Area per Cell | `~11 µm²` |
| Seq pwr share | `0.598` |
| Biggest register | `counter` |
| Crit Path Max Fanout | `2` |
| Yosys Instances | `about 66` |
| Slew headroom | `0.820` |
| Layout area overhead | `19.5%` |
| Minimum clock period | `1.64 ns` |
| Setup TNS | `0 ns` |
| Clk ins delay skew pair | `about 0.25 ns` |
| Die Wd | `around 90 µm` |
| Post-DR wirelength/cell | `6.94 µm` |
| Dpl ws | `approximately 1.3 ns` |
| Flop-to-flop setup slack | `between 1 and 1.5 ns` |
| Setup violators final | `0` |
| Final Util | `0.181` |
| Hold endpoint | `counter[0]` |
| WP data arrival | `~1.1 ns` |
| Initial antenna violation count | `0` |
| Gpl congestion | `0.842` |
| FF-to-FF End | `counter[16]` |
| Tcrit/Tclk final | `0.584` |
| CP peak stage delay | `about 0.47 ns` |
| Initial DRT Pass Iterations | `2` |
| Clock slew at reported path FFs | `approximately 0.07 ns` |
| Crit path launch type | `flop` |
| Peak supply drop | `between 300 and 400 µV` |
[final cells by class]
class	instances	share of cell area
flip-flops and latches	19	0.444
inverters	2	0.00876
repair buffers	1	0.0117
multi-input cells	45	0.384
clock inverters	1	0.00584
well taps	67	0.0978
clock buffers	3	0.0482
[routing by layer]
layer | GRT usage | vias up | wire length (µm)
met5 | 0 | - | 0
met4 | 0.00133 | 0 | 0
met3 | 0.0134 | 0 | 62
met2 | 0.0369 | 5 | 411
met1 | 0.0322 | 210 | 484
li1 | - | 232 | -
[worst max-delay path by stage]
stage / to / cells past startpoint / slack (ns) / startpoint
finish: slow_clk / 1 / 1.16 / counter[18]
global route: slow_clk / 1 / 1.10 / counter[18]
CTS: slow_clk / 1 / 1.14 / counter[18]
[cells by family (layout without fill, tap and decap cells)]
family / count (synthesis) / count (layout) / share of synthesized area
and+or+nand+nor: 27 / 27 / 0.234
DFF: 19 / 19 / 0.531
xor gates and xnor gates: 17 / 17 / 0.208
buffers and inverters: 2 / 7 / 0.0105
adders and majority gates: 1 / 1 / 0.0174
[cell usage after synthesis]
library cell and n:
nand3_1 12, inv_1 2, nand4_4 1, xnor2_1 10, ha_1 1, nand4_2 1, and3_1 3, nor2_2 1
xor2_1 7, nor2_1 4, nor3_1 2, nand2_1 2, dfxtp_1 19, nor3_4 1
[power groups by stage]
stage	Sequential [µW]	Clock, µW	Combinational [µW]
6_report	270	182	0.000144
5_1_grt	270	203	0.000144
4_1_cts	270	191	0.000144
[stage by stage]
stage	total power (µW)	hold slack, ns	cell area, µm²
finish	452	0.415	857
global placement	276	0.390	811
global route	473	0.438	857
CTS	461	0.421	857
detailed placement	276	0.402	811
floorplan	276	0.383	717
Power and IR drop assume default switching activity.
